### flow/constraint.sdc
current_design Top

set clk_period 5.7
set clk_io_pct 0.2

create_clock -name clk0 -period $clk_period [get_ports {CLK}]

set non_clock_inputs [all_inputs -no_clocks]
set_input_delay [expr $clk_period * $clk_io_pct] -clock clk0 $non_clock_inputs
set_output_delay [expr $clk_period * $clk_io_pct] -clock clk0 [all_outputs]
### flow/config.mk
export PLATFORM = sky130hd
export DESIGN_NAME = Top
export DESIGN_NICKNAME = Top
export VERILOG_FILES = /design/flow/design.v
export SDC_FILE = /design/flow/constraint.sdc
export NUM_CORES = 4
export LEC_CHECK = 1
export CORE_UTILIZATION = 40
### flow/design.v
module Top(input CLK,
            input PIN_14,  
            input PIN_16,  
            input PIN_17,  
            input PIN_18,
            input PIN_19,
            input PIN_20,
            input PIN_21,
            input PIN_22,
            input PIN_23,
            input PIN_24,
            output reg PIN_9,  
            output reg PIN_8,
            output reg PIN_7,
            output reg PIN_6,
            output reg PIN_5,
            output reg PIN_4,
            output reg PIN_3,
            output reg PIN_2,
            output reg PIN_1,
            output reg PIN_15,  
);
            localparam  WIDTH = 8;
            wire [WIDTH-1:0] a = {~PIN_17, ~PIN_18, ~PIN_19, ~PIN_20, ~PIN_21, ~PIN_22, ~PIN_23, ~PIN_24};
            wire [WIDTH-1:0] aNot;
            wire [WIDTH-1:0] twosComp;
            wire [WIDTH-1:0] b;
            wire [WIDTH:0] sum;
            wire muxSel;
            wire [WIDTH:0]muxOut;
            wire pushDB;
            reg [WIDTH-1:0] plusOne = 8'b00000001;
            reg selAddSub = 1'b0;
            reg pushClk = PIN_14;
            reg pushAddSub = PIN_16;
  DeBounce DeBounce_2(CLK, pushAddSub, pushDB);
  Reg1 Reg1_1(CLK, selAddSub, muxSel, pushAddSub);  
  Ripple Ripple_1(~a, plusOne, twosComp);  
  RegWidth RegWidth_1(CLK, a, b, pushClk);  
  Ripple Ripple_2(b, muxOut, sum);  
  always @(posedge pushDB)
  begin
    selAddSub <= ~selAddSub;
  end
  assign muxOut = muxSel ? twosComp : a;
  assign {PIN_9, PIN_8, PIN_7, PIN_6, PIN_5, PIN_4, PIN_3, PIN_2, PIN_1} = sum;
  assign PIN_15 = ~muxSel;
endmodule  
module Reg1 (
  input CLK,
  input  i,
  output reg o,
  input pshClk,  
);
  wire pushB;  
  DeBounce DeBounce_1(CLK, pshClk, pushB);
	always @(posedge pushB)
	begin
  	o <= i;
	end
endmodule  
module RegWidth #(parameter WIDTH=8) (
  input CLK,
  input [WIDTH-1:0] i,
  output reg [WIDTH-1:0] o,
  input pshClk,  
);
  wire pushB;  
  DeBounce DeBounce_1(CLK, pshClk, pushB);
	always @(posedge pushB)
	begin
  	o <= i;
	end
endmodule  
module DeBounce(
  input CLK,
  input i,
  output o,
);
    parameter cDebounceLimit = 19000;  
    reg pushB = 1'b0;
    reg [15:0] count = 0;  
  always @(posedge CLK)
  begin
     if (i !== pushB && count < cDebounceLimit)
       count <= count + 1;
     else if (count == cDebounceLimit)
       begin
         pushB <= i;
         count <= 0;
       end
     else
       count <= 0;
   end
   assign o = pushB;
endmodule  
module Ripple #(parameter WIDTH=8) (
   input [WIDTH-1:0]  i_add_term1,
   input [WIDTH-1:0]  i_add_term2,
   output [WIDTH:0] o_result,
);
  wire [WIDTH:0]    w_CARRY;
  wire [WIDTH-1:0]    w_SUM;
  assign w_CARRY[0] = 1'b0;
  genvar i;
  for (i = 0; i < WIDTH; i = i + 1)
  begin
    FullAdder FullAdder_1
    (
      .i_bit1(i_add_term1[i]),
      .i_bit2(i_add_term2[i]),
      .i_carry(w_CARRY[i]),
      .o_sum(w_SUM[i]),
      .o_carry(w_CARRY[i+1])
    );
  end
  assign o_result = {w_CARRY[WIDTH], w_SUM};    
endmodule  
module FullAdder (
   input i_bit1,
   input i_bit2,
   input i_carry,
   output o_sum,
   output o_carry,
);
  wire   w_WIRE_1 = i_bit1 ^ i_bit2;
  wire   w_WIRE_2 = w_WIRE_1 & i_carry;
  wire   w_WIRE_3 = i_bit1 & i_bit2;
  assign o_sum   = w_WIRE_1 ^ i_carry;
  assign o_carry = w_WIRE_2 | w_WIRE_3;
endmodule  
### flow/run.sh
#!/bin/bash
# OpenROAD 26Q1-2900-gdf79404cd8, Yosys 0.63+post, stock flow scripts
make -C /OpenROAD-flow-scripts/flow DESIGN_CONFIG=/design/flow/config.mk WORK_HOME=/design/flow/orfs finish
==> Implementation_results.wiki <==
=== Synthesis and place and route ===
{| class="wikitable"
! Metric !! Value
|-
| Run status || finished, final reports clean
|-
| Portion of the post-synthesis area used by sequential elements || 0.435
|-
| CTS tree || done
|-
| Bufs on Longest Clock Path || 2
|-
| Starting density of the core || 0.419
|-
| Peak ir drop on the vdd network || 0.112 mV
|-
| Cell Count, Final, Fillers Out || 438
|-
| Count of buffering cells on the critical path with inverters included || 3
|-
| Clock transition at the registers of the reported paths || 0.09 ns
|-
| Count of maximum capacitance violations || 0
|-
| Largest net degree at the start of global routing || 16
|-
| Critical-path cell with the highest stage delay || fa_2
|-
| Via-to-Cell Ratio || 4.68
|-
| Cells along the critical path || buf_2, ha_4, a21oi_2, fa_2, fa_2, fa_2, fa_2, fa_2, fa_2, inv_2, clkdlybuf4s50_1
|-
| Setup Viol. Count Final || 0
|-
| Delay of the slowest critical-path stage || 0.57 ns
|-
| Total number of vias || 2050
|-
| Ports placed on the boundary || 21
|-
| Area enclosed by the die boundary || 7530 sq um
|-
| Routed Wire Length || 4560 um
|-
| Count of H-tree levels built during CTS || 2
|-
| Count of buffers from port buffering || 20
|-
| Initial antenna violation count || 0
|-
| Post-route fraction of the period consumed by the critical path || 0.970
|-
| Number of logged tool warnings || 28
|-
| Achievable clock frequency || 181 MHz
|-
| Hold Path Cell Cnt || 1
|-
| Final setup skew || 0.00568 ns
|-
| Hold Worst Slack || 0.467 ns
|-
| Worst path depth || 11
|-
| Leakage || 1.25 nW
|-
| Standard cell core area || 6870 sq um
|-
| Slew at the pin closest to its max-slew limit || 0.654 ns
|-
| Worst-Skew Late Latency || 0.30 ns
|-
| Prevailing post-synth register cell || dfxtp_1
|-
| Synthesized flop and latch total || 61
|-
| Per-instance average area after synthesis || 9.13 sq um
|-
| Library cell used as clock root buffer || clkbuf_8
|-
| First-pass detailed-route iteration total || 4
|-
| Endpoints left unconstrained || 11
|-
| Async S/R FF share, synth || 0
|-
| TritonCTS buffer count || 5
|-
| Syn Inst Count || 315
|-
| Final min period || 5.53 ns
|-
| Number of placed cells counting well taps || 430
|-
| Cell repeated most along the worst path || fa_2
|-
| Yosys cell count || 315
|-
| Crit-path max FO || 2
|-
| Fraction of final layout cells sized beyond drive strength 1 || 0.102
|-
| Synth cell types || 31
|-
| Count of routing violations after the opening detailed-route iteration || 69
|-
| Number of endpoints with negative hold slack in the final report || 0
|-
| Power Dens Cells || 189 nW/um^2
|-
| Number of antenna repair diodes || 0
|-
| Detailed-route wire length per cell || 10.4 um
|-
| Synth warnings || 7
|-
| Synthesized area || 2880 sq um
|-
| Overall routing resource usage || 0.133
|-
| Count of buffers added by post-CTS timing repair for setup || 0
|-
| Worst-case reg-to-reg path depth || 3
|-
| Worst reg2reg setup slack || 3.93 ns
|-
| Setup crit end kind || primary output
|-
| Register pins left without a clock || 10
|-
| Worst setup SP type || input pin
|-
| Cell Rows || 30
|-
| Summed standard-cell area reported by yosys || 2880 sq um
|-
| First-pass GRT wire length || 7970 um
|-
| Die span in y || 86.8 um
|-
| Number of synthesized flops with an enable pin || 3
|-
| Remaining routing DRC violations || 0
|-
| Max Transition Viols Final || 0
|-
| Synthesis-to-finish area growth || 15.6%
|-
| Antenna Nets Post-Route || 0
|-
| Final weighted congestion in routability-driven placement || 0.822
|-
| Data required time of the worst path || 4.56 ns
|-
| Sum of net half-perimeters after detailed placement || 3350 um
|-
| Vias in the first global route || 1902
|-
| Pwr Total || 629 uW
|-
| Worst max-slew margin expressed relative to the limit || 0.563
|-
| CP Class || input pin to primary output
|-
| Setup repair after global routing missed its margin || false
|-
| Overall die width || 86.8 um
|-
| Most frequent logic cell in the layout || dfxtp_1
|-
| Most numerous logic cells after layout || dfxtp_1, nor2_1, inv_1
|-
| Setup TNS Final || 0 ns
|-
| GRT Residual Overflow || 0
|-
| Arrival time at the worst endpoint || 4.39 ns
|-
| Kind of path behind the tightest hold check || flip-flop to flip-flop
|-
| Top cell family by delay on the critical path || adder cells
|}
[synthesized netlist by cell type, drive strengths merged, types with 4 or more instances]
cell   number  area share
fa          7       0.049
a21oi       5      0.0087
ha         13       0.057
nand3      17       0.030
and3        9       0.020
xnor2      27       0.082
nor2       58       0.076
nor4        9       0.020
o21ai       4      0.0070
nand2      14       0.018
inv        36       0.047
nor3        7       0.012
xor2       12       0.037
nand4       8       0.017
dfxtp      58        0.40
or4         5       0.016
[cell type report]
class,instances,area [sq um]
clock buffers,7,86.3
flip-flops and latches,61,1250
clock inverters,1,8.76
multi-input cells,214,1510
fillers,630,3540
inverters,36,138
repair buffers,23,216
well taps,96,120
[logic make-up after synthesis]
logic type	count (synthesis)	share of synthesized area
AND-OR/OR-AND	18	0.0500
XOR/XNOR	39	0.119
adder cells (fa/ha/maj)	20	0.105
buffers and inverters	42	0.0613
flip-flops	61	0.435
multiplexers	2	0.00696
other	1	0.00130
AND/OR/NAND/NOR	132	0.221
[state kept, by name, summed over array words and instances, names as in the netlist, 8 cells and up]
name                         flops
RegWidth_1.o                     8
Reg1_1.DeBounce_1.count         16
DeBounce_2.count                16
RegWidth_1.DeBounce_1.count     16
[worst reg2reg max path: cells and delay by family, from the launching register on]
family	cells	cell delay, ns
compound gates	1	0.58
flops	1	0.36
simple gates	2	0.71
[where the power goes]
group	switching, mW	internal, mW
logic	0.0212	0.0268
registers	0.00256	0.363
clock network	0.116	0.0996
total	0.139	0.489
[stage by stage]
stage | setup slack (ns) | area [sq um] | utilization
CTS | 0.00631 | 3330 | 0.484
global route | 0.0504 | 3330 | 0.484
global placement | -0.596 | 3190 | 0.464
floorplan | 0.382 | 2880 | -
detailed placement | -0.624 | 3190 | 0.464
finish | 0.171 | 3330 | 0.484
[layer usage]
| metal | vias to the layer above | routed length [um] | track usage |
|---|---|---|---|
| li1 | 1088 | - | - |
| met5 | - | 0 | 0 |
| met4 | 0 | 62 | 0.0167 |
| met1 | 929 | 2350 | 0.201 |
| met3 | 6 | 182 | 0.0232 |
| met2 | 27 | 1970 | 0.213 |
[final timing paths]
path                                                   from                         end
worst max-delay path                                 PIN_23                       PIN_7
worst min-delay path             Reg1_1.DeBounce_1.count[0]  Reg1_1.DeBounce_1.count[0]
worst min register to register   Reg1_1.DeBounce_1.count[0]  Reg1_1.DeBounce_1.count[0]
worst max register to register  Reg1_1.DeBounce_1.count[12]  Reg1_1.DeBounce_1.count[4]
[repair_timing]
| item | in CTS | in global routing |
|---|---|---|
| gates resized | 32 | 0 |
| setup endpoints to repair | 3 | 2 |
| pin swaps | 9 | 5 |
| hold buffers | 0 | 0 |
Power figures rest on the tool's default switching activity, not on a simulated workload.
